### design/flow/run.sh
#!/bin/bash
# OpenROAD 26Q1-2900-gdf79404cd8, Yosys 0.63+post, stock flow scripts
make -C /OpenROAD-flow-scripts/flow DESIGN_CONFIG=/design/flow/config.mk WORK_HOME=/design/flow/orfs finish
### design/flow/config.mk
export PLATFORM = sky130hd
export DESIGN_NAME = page_mode_dram
export DESIGN_NICKNAME = page_mode_dram
export VERILOG_FILES = /design/flow/design.v
export SDC_FILE = /design/flow/constraint.sdc
export NUM_CORES = 4
export LEC_CHECK = 1
export CORE_UTILIZATION = 40
### design/flow/constraint.sdc
current_design page_mode_dram

set clk_period 3.5
set clk_io_pct 0.2

create_clock -name clk0 -period $clk_period [get_ports {clk}]

set non_clock_inputs [all_inputs -no_clocks]
set_input_delay [expr $clk_period * $clk_io_pct] -clock clk0 $non_clock_inputs
set_output_delay [expr $clk_period * $clk_io_pct] -clock clk0 [all_outputs]
### design/flow/design.v
`timescale 1ns / 1ps
module page_mode_dram (
    input wire clk,
    input wire cs, 
    input wire we, 
    input wire [3:0] row, 
    input wire [3:0] col, 
    input wire [7:0] data_in, 
    output reg [7:0] data_out 
);
    reg [7:0] memory [15:0][15:0]; 
    always @(posedge clk) begin
        if (cs) begin
            if (we) begin
                memory[row][col] <= data_in; 
            end else begin
                data_out <= memory[row][col]; 
            end
        end
    end
    always @(negedge cs or posedge clk) begin
        if (!cs) begin
            data_out <= 8'h00; 
        end else if (!we) begin
            data_out <= memory[row][col]; 
        end
    end
endmodule
==> results.txt <==
run metrics: Yosys Warn Count 1, ys cells 3732, asr flop ratio synth 0.003876, post-synthesis chip area from yosys 0.08051 mm^2, Post-synth seq share 0.7693, distinct lib cells 50, Err ERROR: Found 8 problems in 'check -assert'., Exit stage 1_2_yosys, outcome did not finish, ys flops 2064, number of synthesized flops with an enable pin 2056, Post-synth top flop edfxtp_1
Yosys cell counts (10+ instances only):
cell / instances / share of area
o22ai_1: 35 / 0.0027
buf_6: 32 / 0.0045
buf_4: 31 / 0.0029
o21ai_0: 25 / 0.0016
mux2_2: 15 / 0.0021
nand3_1: 34 / 0.0021
mux2i_1: 177 / 0.022
edfxtp_1: 2056 / 0.77
o211ai_1: 11 / 0.0010
buf_1: 15 / 0.00070
nand2_1: 69 / 0.0032
o22a_1: 12 / 0.0013
mux4_1: 15 / 0.0049
buf_2: 58 / 0.0036
nor2_1: 282 / 0.013
nor4_1: 12 / 0.00093
clkbuf_1: 82 / 0.0038
nand4_1: 11 / 0.00085
a31oi_1: 11 / 0.00085
a21oi_1: 43 / 0.0027
nand2b_1: 12 / 0.00093
a22oi_1: 72 / 0.0067
o221ai_1: 10 / 0.0011
nor2b_1: 35 / 0.0027
mux4_2: 483 / 0.14
kinds of logic after synthesis:
logic type	after synthesis	share of synthesized area
AND-OR/OR-AND	260	0.02235
buffers and inverters	234	0.01798
flip-flops	2064	0.7693
multiplexers	690	0.1641
AND/OR/NAND/NOR	484	0.02625
