## ./design.v

```verilog
module nor_flash_memory (
    input wire clk,
    input wire we,   
    input wire re,   
    input wire [7:0] address,
    input wire [7:0] data_in,
    output reg [7:0] data_out
);
    reg [7:0] memory [255:0];
    integer i;
    initial begin
        data_out = 8'b0;
        for (i = 0; i < 256; i = i + 1) begin
            memory[i] = 8'b0;
        end
    end
    always @(posedge clk) begin
        if (we) begin
            memory[address] <= data_in;
        end
    end
    always @(posedge clk) begin
        if (re) begin
            data_out <= memory[address];
        end else begin
            data_out <= 8'b0;
        end
    end
endmodule
```

## ./run.sh

```bash
#!/bin/bash
# OpenROAD 26Q1-2900-gdf79404cd8, Yosys 0.63+post, stock flow scripts
make -C /OpenROAD-flow-scripts/flow DESIGN_CONFIG=/design/flow/config.mk WORK_HOME=/design/flow/orfs finish
```

## ./config.mk

```make
export PLATFORM = sky130hd
export DESIGN_NAME = nor_flash_memory
export DESIGN_NICKNAME = nor_flash_memory
export VERILOG_FILES = /design/flow/design.v
export SDC_FILE = /design/flow/constraint.sdc
export NUM_CORES = 4
export LEC_CHECK = 1
export CORE_UTILIZATION = 50
```

## ./constraint.sdc

```tcl
current_design nor_flash_memory

set clk_period 9.2
set clk_io_pct 0.2

create_clock -name clk0 -period $clk_period [get_ports {clk}]

set non_clock_inputs [all_inputs -no_clocks]
set_input_delay [expr $clk_period * $clk_io_pct] -clock clk0 $non_clock_inputs
set_output_delay [expr $clk_period * $clk_io_pct] -clock clk0 [all_outputs]
```

==> flow_metrics.env <==
# source this file to load flow results
export IMPL_status="finished, final reports clean"
export IMPL_fin_cells=6309
export IMPL_die_height_um=402.8
export IMPL_n_antenna_cell=0
export IMPL_cts_setup_buffers=0
export IMPL_ff_latch_area_um2=61660
export IMPL_worst_setup_path_end_kind="flop"
export IMPL_cts_resized=0
export IMPL_fin_crit_ns=5.151
export IMPL_num_fill_cells=11570
export IMPL_max_freq_ghz=0.1941
export IMPL_yosysChipArea_um2=80320
export IMPL_edf_count=2048
export IMPL_drv_cap=0
export IMPL_avgViaCountPerCell=6.143
export IMPL_grt_max_degree=89
export IMPL_synthArstFlopShare_pct=0
export IMPL_cts_tree="yes"
export IMPL_p_per_area_nw_per_um2=214.3
export IMPL_dpl_cell_count=5943
export IMPL_fin_tns_setup_ns=0
export IMPL_synth_flop_count=2056
export IMPL_pin_count=27
export IMPL_drt_wl_total_um=197100
export IMPL_initCoreUtil_pct=50.54
export IMPL_area_growth_pct=11.73
export IMPL_synth_warning_count=1
export IMPL_dr_pass1_iters=5
export IMPL_final_cell_mix="edfxtp_1 (2048), mux4_2 (414), mux2i_1 (280)"
export IMPL_chipArea_um2=162200
export IMPL_fin_worst_skew_ns=0.03393
export IMPL_ys_types=59
export IMPL_critPathRequiredTime_ns=9.93
export IMPL_antenna_found_initial=7
export IMPL_ys_seq_share_pct=76.77
export IMPL_tightestPinTransition_ns=1.163
export IMPL_max_vdd_ir_drop_uv=214.0
export IMPL_htree_levels=4
export IMPL_cp_arrival_ns=5.88
export IMPL_core_um2=158900
export IMPL_postRouteAntennaNets=0
export IMPL_die_x_um=402.8
export IMPL_cts_buffer_depth=3
export IMPL_cts_made_buffers=204
export IMPL_dp_hpwl_um=118700
export IMPL_mostFrequentLayoutCell="edfxtp_1"
export IMPL_clkLatencyLatePin_ns=0.84
export IMPL_top_layer="met5"
export IMPL_final_layout_size_suffix_gt1_share_pct=21.86
export IMPL_gp_congestion=0.9150
export IMPL_cts_sinks=2056
export IMPL_clk_pin_slew_ns=0.06
export IMPL_final_hold_viol_count=0
export IMPL_grt_pass1_vias=41990
export IMPL_num_rows=146
export IMPL_wl_met3_um=31540
export IMPL_hold_class="reg -> reg"
export IMPL_worstSetupPathType="in -> reg"
export IMPL_drcViolationCount=0
export IMPL_wl_per_cell_um=31.25
export IMPL_cts_hold_buf=0
export IMPL_synth_cells=3897
export IMPL_slew_viol_final=0
export IMPL_num_vias=38750
export IMPL_grtUsageTotal_pct=27.95
export IMPL_logic_area_um2=17260
export IMPL_finalSetupViolCount=0
export IMPL_warning_count=26
export IMPL_dr_first_iter_drc_count=2459
export IMPL_critPathLaunchType="primary input"
export IMPL_fin_crit_sh_pct=55.99
export IMPL_port_buffers=26
export IMPL_rsz0062_at_grt="no"
export IMPL_cts_root_buf="clkbuf_16"
export IMPL_overflow=0
export IMPL_dr_wl_met2_um=89270
export IMPL_wl_met1_um=70300
export IMPL_syn_area_per_cell_um2=20.61
export IMPL_synth_area_um2=80320
export IMPL_relSlewSlack_pct=21.77
export IMPL_p_leak_nw=28.28
export IMPL_grt_pass1_wl_um=288100
export IMPL_yosys_cells=3897
export IMPL_ys_flop_type="edfxtp_1"
export IMPL_cp_max_fo=72
[stage by stage]
| stage | util [%] | power [mW] | setup slack (ns) | hold slack (ns) | instance area [um2] |
|---|---|---|---|---|---|
| 2_1_floorplan | - | 11.04 | 4.686 | 0.7865 | 80320 |
| 3_3_place_gp | 52.46 | 11.47 | 2.991 | 0.9100 | 83370 |
| 3_5_place_dp | 52.46 | 11.48 | 3.229 | 0.9129 | 83370 |
| 4_1_cts | 56.47 | 19.38 | 4.081 | 0.9314 | 89740 |
| 5_1_grt | 56.47 | 19.79 | 3.960 | 0.9936 | 89740 |
| 6_report | 56.47 | 19.23 | 4.049 | 0.9271 | 89740 |
[routing by layer]
layer,GRT usage [%],up-vias
met5,1.011,-
met1,41.70,19750
met2,37.87,2080
met3,19.26,318
met4,6.210,16
li1,-,16590
[report_power, final]
group / total [mW] / internal, mW / switching (mW)
Clock: 7.96 / 4.49 / 3.47
Sequential: 10.3 / 10.3 / 0.0107
Combinational: 0.940 / 0.315 / 0.625
Total: 19.2 / 15.1 / 4.10
[sequential cells by signal, summed over array words and instances (netlist names)]
name and count:
data_out 8, memory 2048
[cells in the mapped netlist (18+ instances only)]
master    number  area [um2]
edfxtp_1    2048       61500
mux4_2       414        9324
mux2i_1      280        2803
nor2_1       251       942.2
clkbuf_1      91       341.6
a22oi_1       86       645.6
buf_2         85       425.4
nand2_1       71       266.5
nor3_1        65       325.3
o21ai_0       50       250.2
a21oi_1       46       230.2
nand3_1       38       190.2
o22ai_1       36       225.2
buf_6         30       337.8
nor2b_1       24       150.1
a211oi_1      22       165.2
buf_4         22       165.2
mux2_2        21       236.5
a31oi_1       20       125.1
o211ai_1      18       135.1
[cells by family after synthesis]
group	synth area share, %
DFF	76.77
muxes	15.39
and+or+nand+nor	3.016
AOI/OAI and AO/OA	3.010
buffers and inverters	1.816
[final timing paths]
check                      to  cells after the start  slack (ns)            from
setup / recovery  data_out[3]                      9        4.05      address[0]
hold / removal    data_out[7]                      5        0.93  memory[230][7]
setup reg to reg  data_out[3]                      7        6.12  memory[151][3]
hold reg to reg   data_out[7]                      5        0.93  memory[230][7]
[area by class of cell]
class	instances	area share, %
Sequential cell	2056	68.71
Clock buffer	254	5.921
Multi-Input combinational cell	1593	19.24
Inverter	2	0.009760
Clock inverter	112	1.174
Tap cell	2072	2.889
Timing Repair Buffer	220	2.062
[critical path, stage by stage]
cell	delay, ns
buf_8	0.38
buf_12	0.54
buf_4	0.61
mux4_2	0.58
a22oi_1	0.21
a21oi_1	0.12
nor4_1	0.98
a21oi_1	0.10
and4_1	0.25
Power and IR drop assume default switching activity.
