==> design/flow/design.v <==
`timescale 1ns / 1ps
module DRAM(
    input wire clk,               
    input wire we_a,              
    input wire we_b,              
    input wire enable_a,         
    input wire enable_b,         
    input wire refresh_en,      
    input wire [3:0] addr_a, 
    input wire [3:0] addr_b, 
    input wire [15:0] data_in_a, 
    input wire [15:0] data_in_b, 
    output reg [15:0] data_out_a, 
    output reg [15:0] data_out_b  
    );
    reg [15:0] dram [0:15]; 
    reg [3:0] refresh_counter;
    integer i;
    initial begin
        for (i = 0; i < 16 ; i = i + 1) begin
            dram[i] = 0;
        end 
        data_out_a = 0;
        data_out_b = 0;
        refresh_counter = 4'b0000;
    end
    always @(posedge clk) begin
        if (we_a) begin
            dram[addr_a] <= data_in_a;
        end
        if (enable_a) begin
            data_out_a <= dram[addr_a];
        end
    end
    always @(posedge clk) begin
        if (we_b) begin
            dram[addr_b] <= data_in_b;
        end
        if (enable_b) begin
            data_out_b <= dram[addr_b];
        end
    end
    always @(posedge clk) begin
        if (refresh_en) begin
            for (i = 0; i < 16; i = i + 1) begin
                dram[i] <= dram[i]; 
            end
            refresh_counter <= refresh_counter + 1;
        end
    end
endmodule
==> design/flow/run.sh <==
#!/bin/bash
# OpenROAD 26Q1-2900-gdf79404cd8, Yosys 0.63+post, stock flow scripts
make -C /OpenROAD-flow-scripts/flow DESIGN_CONFIG=/design/flow/config.mk WORK_HOME=/design/flow/orfs finish
==> design/flow/config.mk <==
export PLATFORM = sky130hd
export DESIGN_NAME = DRAM
export DESIGN_NICKNAME = DRAM
export VERILOG_FILES = /design/flow/design.v
export SDC_FILE = /design/flow/constraint.sdc
export NUM_CORES = 4
export LEC_CHECK = 1
export CORE_UTILIZATION = 50
==> design/flow/constraint.sdc <==
current_design DRAM

set clk_period 3.8
set clk_io_pct 0.2

create_clock -name clk0 -period $clk_period [get_ports {clk}]

set non_clock_inputs [all_inputs -no_clocks]
set_input_delay [expr $clk_period * $clk_io_pct] -clock clk0 $non_clock_inputs
set_output_delay [expr $clk_period * $clk_io_pct] -clock clk0 [all_outputs]
==> reports/qor.csv <==
stage,metric,value,unit
timing,f_max,346,MHz
timing,Rel. slew slack,0.315,
setup_path,Crit path arrival time,3.15,ns
finish,Final Util,0.584,
synth,Post-synth EDFFs,288,
flow_run,Max Cap Violations,0,
floorplan,die height,181,um
run_status,status,finished clean,
synth,yosys cell count,928,
routing,DR iter-0 viols,607,
floorplan,die area,32700,um2
clock_network,"Setup Fix Bufs, Post-CTS",0,
timing,Final setup viols,0,
grt,All-Layer GR Usage,0.339,
timing,final worst-path cycle share,0.761,
routing,routed length on met2,22600,um
routing,Final ANT Viol Nets,0,
grt,grt ovf,0,
clock_network,Post-CTS Hold Fix Bufs,0,
place,dpl hpwl,30800,um
setup_path,Setup CP Type,in2reg,
timing,Period minus WS final,2.89,ns
timing,measured slew at the worst slew-check pin,1.03,ns
floorplan,Core Util at FP,0.507,
routing,Highest Signal Layer,met4,
clock_network,H-tree Lvls,2,
timing,unrepaired setup endpoints after global routing,no,
timing,Slew Limit Fails,0,
setup_path,CP endpoint kind,register,
clock_network,worst skew pair latency,0.51,ns
clock_network,"Reg clk slew, reported paths",0.05,ns
clock_network,clk sink count,288,
synth,ys flops,288,
setup_path,largest stage delay on the critical path,0.71,ns
power_and_ir_drop,combinational power share,0.126,
floorplan,die width,181,um
power_and_ir_drop,switch share,0.232,
setup_path,reg2reg setup slack,2.05,ns
floorplan,Rows,65,
hold_path,hold crit path type,reg2reg,
routing,wl on met1,16500,um
power_and_ir_drop,NetSw,1.79,mW
synth,"Async S/R FF share, synth",0,
setup_path,Buf/Inv on CP,2,
synth,post-synthesis cell count,928,
power_and_ir_drop,cell internal pwr,5.92,mW
place,GPL Wtd Cong,0.932,
timing,final worst slack,0.909,ns
floorplan,I/O pin total,78,
setup_path,CP Launch Type,input port,
grt,pin count of the biggest net entering global routing,40,
routing,drt pass-1 iters,5,
routing,WL/cell,33.8,um
power_and_ir_drop,VDD IR max,0.356,mV
synth,"Seq share, synth",0.540,
routing,Vias/cell,6.67,
flow_run,tool warnings,26,
timing,Final TNS setup,0,ns
synth,Avg Inst Size Synth,17.3,um2
power_and_ir_drop,Seq pwr share,0.483,
setup_path,"CP delay by family, top",simple AND/OR/NAND/NOR gates,
setup_path,CP Data Required Time,4.06,ns
setup_path,crit-path max FO,9,
grt,vias in the first global route,10600,
floorplan,area of the core,31600,um2
clock_network,CTS tree,built,
synth,Mapped Area,16000,um2
routing,DR WL met3,7480,um
power_and_ir_drop,leakage,6.12,nW
synth,Dominant flop cell,edfxtp_1,
grt,initial antenna violation count,4,
place,pre-CTS setup slack,0.448,ns
synth,Yosys warnings,1,
finish,area grow syn2layout,15.0,%
setup_path,crit path cell chain,clkdlybuf4s50_1 -> nand3b_4 -> nor2_2 -> buf_4 -> mux2_2,
routing,DR vias,9602,
routing,final WL,48700,um
clock_network,"Gates resized, CTS repair",0,
clock_network,clock buffer count from CTS,35,
synth,Synth cell types,30,
power_and_ir_drop,pwr dens,419,nW/um2
grt,global-route wire length before repair,70700,um
routing,DRC violations left,0,
finish,layout cells sized above 1,0.523,
timing,final hold vios,0,
clock_network,root buffer cell,clkbuf_16,
timing,Clock Skew,0.0128,ns
place,port bufs,76,
power_and_ir_drop,clock power share,0.391,
synth,yosys stat chip area,16000,um2
setup_path,slowest CP cell,nor2_2,
clock_network,largest buffer count on any clock path,3,
[power by group through the flow]
stage                 Clock [mW]  Sequential (mW)  Combinational, mW
after CTS                   3.06             3.73              0.966
after global routing        3.19             3.74               1.03
final                       3.02             3.73              0.970
[final cells by class]
cell class / instances / area, um2
clock buffer: 49 / 971
sequential: 288 / 8650
antenna: 3 / 7.51
fill: 2322 / 13100
timing repair buffer: 149 / 1330
clock inverter: 12 / 52.6
tap: 402 / 503
multi-input combinational: 536 / 6910
[cell usage after synthesis (7+ instances only)]
cell	n	share of area
clkbuf_1	53	0.012
buf_6	8	0.0056
mux2_2	236	0.17
nand2_1	34	0.0080
edfxtp_1	288	0.54
o22ai_1	9	0.0035
nand2b_1	7	0.0027
buf_4	18	0.0084
mux4_2	128	0.18
mux2_4	18	0.017
nor2_2	9	0.0035
buf_2	23	0.0072
a22oi_1	64	0.030
[cells by family after synthesis]
logic type             count (synthesis)  synth area share
AOI/OAI and AO/OA                     80            0.0359
muxes                                384             0.364
DFF                                  288             0.540
and+or+nand+nor                       72            0.0249
buffers and inverters                104            0.0348
[flip-flops by register name, indices dropped and copies added, names as in the netlist]
signal      cells
data_out_a     16
data_out_b     16
dram          256
[routing by layer]
metal,track usage,up-vias
li1,-,4015
met2,0.487,656
met1,0.445,4803
met5,0.0193,-
met4,0.109,0
met3,0.218,128
[worst min-delay path: cells and delay by family (launching register included)]
family / cells / cell delay, ns
mux: 1 / 0.22
flops: 1 / 0.33
compound gates: 1 / 0.06
simple gates: 1 / 0.05
[layout by cell type (no fill, tap or decap), types with 9 or more instances in the layout]
master             n
clkbuf_16         37
o22ai_2            9
clkdlybuf4s50_1   72
mux2_4            18
a22oi_1           64
edfxtp_1         288
nand2_1           34
mux2_2           236
nor2_2            11
mux4_2           128
buf_4             72
clkbuf_1          12
[stage by stage]
step,hold WS (ns),cell area [um2],cells,power [mW]
finish,0.768,18400,1439,7.71
global route,0.806,18400,1436,7.96
CTS,0.767,18400,1436,7.75
detailed placement,0.754,17400,1375,4.75
global placement,0.760,17400,1375,4.73
floorplan,0.731,16000,928,4.35
[worst paths after layout]
path / endpoint / from / depth (start not counted)
worst max-delay path: dram[6][12] / addr_a[3] / 5
worst min-delay path: data_out_b[8] / dram[15][8] / 3
worst max register to register: data_out_a[1] / dram[11][1] / 3
worst min register to register: data_out_b[8] / dram[15][8] / 3
No activity file was given, so power comes from the tool's default toggle rates.
