**./config.mk**
```make
export PLATFORM = sky130hd
export DESIGN_NAME = APB_SLAVE
export DESIGN_NICKNAME = APB_SLAVE
export VERILOG_FILES = /design/flow/design.v
export SDC_FILE = /design/flow/constraint.sdc
export NUM_CORES = 4
export LEC_CHECK = 1
export CORE_UTILIZATION = 50
```
**./constraint.sdc**
```tcl
current_design APB_SLAVE

set clk_period 2.9
set clk_io_pct 0.2

create_clock -name clk0 -period $clk_period [get_ports {PCLK}]

set non_clock_inputs [all_inputs -no_clocks]
set_input_delay [expr $clk_period * $clk_io_pct] -clock clk0 $non_clock_inputs
set_output_delay [expr $clk_period * $clk_io_pct] -clock clk0 [all_outputs]
```
**./design.v**
```verilog
`timescale 1ns / 1ps
module APB_SLAVE (
    input  wire        PCLK,      
    input  wire        PRESETn,   
    input  wire        PSEL,      
    input  wire        PENABLE,   
    input  wire        PWRITE,    
    input  wire [31:0] PADDR,     
    input  wire [31:0] PWDATA,    
    output reg  [31:0] PRDATA,    
    output reg         PREADY,    
    output reg  [1:0]  PSLVERR    
);
    reg [31:0] memory [0:255];  
    always @(posedge PCLK or negedge PRESETn) begin
        if (!PRESETn) begin
            PRDATA   <= 32'd0;
            PREADY   <= 1'b0;
            PSLVERR  <= 2'b00;
        end else begin
            PREADY <= 1'b0;
            PSLVERR <= 2'b00;
            if (PSEL && PENABLE) begin
                PREADY <= 1'b1;
                if (PWRITE) begin
                    if (PADDR[31:8] == 24'h400000) begin
                        memory[PADDR[7:0]] <= PWDATA;
                    end else begin
                        PSLVERR <= 2'b01;
                    end
                end else begin
                    if (PADDR[31:8] == 24'h400000) begin
                        PRDATA <= memory[PADDR[7:0]];
                    end else begin
                        PSLVERR <= 2'b10;
                    end
                end
            end
        end
    end
endmodule
```
**./run.sh**
```bash
#!/bin/bash
# OpenROAD 26Q1-2900-gdf79404cd8, Yosys 0.63+post, stock flow scripts
make -C /OpenROAD-flow-scripts/flow DESIGN_CONFIG=/design/flow/config.mk WORK_HOME=/design/flow/orfs finish
```
==> reports/qor.csv <==
stage;metric;value;unit
status;status;did not finish;
final_timing;worst ep type;register data pin;
status;First Err;[ERROR GRT-0116] Global routing finished with congestion. Check the congestion regions in the DRC Viewer.;
logic_synthesis;Synth Instances;17300;
logic_synthesis;ys async rst share;0.00425;
place;# port buffers;103;
logic_synthesis;post-synth top area cell;edfxtp_1;
logic_synthesis;commonest cells in the netlist;edfxtp_1, a22oi_1, nand3_1;
place;post-DP HPWL;1280000;µm
logic_synthesis;Unique masters post-synth;63;
logic_synthesis;main flop type;edfxtp_1;
place;RD Place Congestion;1.16;
floorplan;Boundary Pins;104;
grt;largest net degree at the start of global routing;133;
floorplan;Die X-Extent;781;µm
logic_synthesis;warnings from Yosys;2;
clock_tree;H-Tree Depth;6;
final_timing;GRT worst endpoint;PRDATA[13]$_DFFE_PN0P_/D;
floorplan;height of the die;781;µm
logic_synthesis;Seq cells post-synth;8227;
logic_synthesis;EDFF count, synth;8192;
place;Inst Count DP;28100;
logic_synthesis;Synth top cell by count;edfxtp_1;
logic_synthesis;Area leader share;0.812;
logic_synthesis;Syn Area/Cell;17.5;µm²
floorplan;fp_density;0.503;
clock_tree;root buffer cell;clkbuf_16;
floorplan;row count;285;
logic_synthesis;area of the mapped netlist;303000;µm²
status;Last stage;5_1_grt;
clock_tree;CTS Buf Count;821;
clock_tree;Bufs on Longest Clock Path;4;
logic_synthesis;Yosys Chip Area;303000;µm²
clock_tree;# clock sinks;8227;
logic_synthesis;# Cells Yosys;17300;
logic_synthesis;Largest cells by area;edfxtp_1, a22oi_1, nand3_1;
logic_synthesis;register share after synthesis;0.815;
## logic make-up after synthesis
| logic type | Yosys count | synth area share |
|---|---|---|
| compound gates | 4016 | 0.0990 |
| flops | 8227 | 0.815 |
| buf+inv | 1224 | 0.0175 |
| simple gates | 3811 | 0.0689 |
## timing repair
action,in CTS
gates cloned,15
setup buffers,159
pin swaps,145
endpoints found under the setup margin,96
hold endpoints to repair,930
hold buffers,33
gates resized,694
## stage by stage
stage / instance area (µm²) / utilization / setup WS [ns] / power (mW)
CTS: 394000 / 0.653 / -0.866 / 247
detailed placement: 361000 / 0.599 / -3.38 / 142
global placement: 361000 / 0.599 / -3.53 / 142
floorplan: 306000 / - / -1.15 / 135
Power is estimated from default activity; no workload was simulated.
