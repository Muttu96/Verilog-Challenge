## ./config.mk

```make
export PLATFORM = sky130hd
export DESIGN_NAME = nand_flash_memory
export DESIGN_NICKNAME = nand_flash_memory
export VERILOG_FILES = /design/flow/design.v
export SDC_FILE = /design/flow/constraint.sdc
export NUM_CORES = 4
export LEC_CHECK = 1
export CORE_UTILIZATION = 50
```

## ./constraint.sdc

```tcl
current_design nand_flash_memory

set clk_period 15.3
set clk_io_pct 0.2

create_clock -name clk0 -period $clk_period [get_ports {clk}]

set non_clock_inputs [all_inputs -no_clocks]
set_input_delay [expr $clk_period * $clk_io_pct] -clock clk0 $non_clock_inputs
set_output_delay [expr $clk_period * $clk_io_pct] -clock clk0 [all_outputs]
```

## ./design.v

```verilog
module nand_flash_memory (
    input wire clk,
    input wire we,   
    input wire re,   
    input wire [7:0] address,
    input wire [7:0] data_in,
    output reg [7:0] data_out
);
    reg [7:0] memory [255:0];
    integer i;
    initial begin
        data_out = 8'b0;
        for (i = 0; i < 256; i = i + 1) begin
            memory[i] = 8'b0;
        end
    end
    always @(posedge clk) begin
        if (we) begin
            memory[address] <= data_in;
        end
    end
    always @(posedge clk) begin
        if (re) begin
            data_out <= memory[address];
        end else begin
            data_out <= 8'b0;
        end
    end
endmodule
```

## ./run.sh

```bash
#!/bin/bash
# OpenROAD 26Q1-2900-gdf79404cd8, Yosys 0.63+post, stock flow scripts
make -C /OpenROAD-flow-scripts/flow DESIGN_CONFIG=/design/flow/config.mk WORK_HOME=/design/flow/orfs finish
```

==> Flow_metrics.wiki <==
== Flow metrics ==
{| class="wikitable"
! Metric !! Value
|-
| Status || finished, final reports clean
|-
| Worst Max-Slew Pin Slew || 1228 ps
|-
| Worst Setup Slack, final || 8373 ps
|-
| Worst stage delay on the critical path || 580 ps
|-
| Core Rows || 146
|-
| Kind of path behind the tightest hold check || register to register
|-
| Standby leakage power || 28.32 nW
|-
| Period Utilization, post-route || 45.28%
|-
| Via Count || 38920
|-
| Clock skew || 30.16 ps
|-
| Worst Hold Path Cells || 5
|-
| RSZ-0062 raised after global routing || false
|-
| Deepest clock path buffer count || 3
|-
| Clock Latency Late Sink || 830 ps
|-
| Cell with the largest stage delay on the worst path || buf_4
|-
| Worst path required time || 16010 ps
|-
| List of cells traversed by the critical path || buf_8 -> buf_4 -> buf_4 -> buf_12 -> buf_4 -> mux4_2 -> a22oi_1 -> o211ai_1 -> a211oi_1 -> o21ai_0 -> and4_1
|-
| Maximum number of pins on one net before global-route repair || 119
|-
| Netlist area before placement || 0.08032 sq mm
|-
| Maximum achievable frequency || 144.4 MHz
|-
| Kind of cell with the highest combined delay on the critical path || buffers and inverters
|-
| Reg clk slew, reported paths || 60 ps
|-
| Reported max-cap violation count || 0
|-
| Grt ovf || 0
|-
| Setup crit start kind || input port
|-
| Filler cell count in the final layout || 11640
|-
| Final setup violation count || 0
|-
| Via density per instance || 6.156
|-
| Global-route wire length before repair || 290.5 mm
|-
| Minimum setup slack after placement || 7450 ps
|-
| Number of antenna violations at the first check in global routing || 6
|-
| Detailed-routing iteration count for the pre-antenna-repair pass || 5
|-
| Global placer's final weighted congestion || 0.9158
|-
| Power after layout || 11.57 mW
|-
| Tool Warnings || 29
|-
| Yosys synthesis warning count || 1
|-
| Post-cts repair resize count || 0
|-
| Number of flops mapped to enable cells by yosys || 2048
|-
| Number of clock buffers inserted by TritonCTS || 206
|-
| Width of the chip || 402.8 um
|-
| DRC violation total after the first TritonRoute iteration || 2572
|-
| Sequential cell area || 0.06166 sq mm
|-
| Asr flop ratio synth || 0%
|-
| Setup slack of the worst register-to-register path || 12490 ps
|-
| Startpoint of the worst register-to-register path || memory[148][4]
|-
| Post-synth cell types || 59
|-
| Die outline height || 402.8 um
|-
| Input/output buffers || 26
|-
| Placed cells || 5956
|-
| Critical path buffer and inverter count || 5
|-
| Yosys Instances || 3897
|-
| CTS Root Buffer Type || clkbuf_16
|-
| Ranking of synthesized cells by instance count || edfxtp_1 (2048), mux4_2 (414), mux2i_1 (280)
|-
| Average footprint of a synthesized cell || 20.61 sq um
|-
| Final Hold Vio Count || 0
|-
| Final Max-Slew Violation Tally || 0
|-
| Levels on crit path || 11
|-
| Area delta synth->final || 11.80%
|-
| Maximum net fanout on the critical path || 65
|-
| VDD IR-drop max || 0.1187 mV
|-
| Chip area in the Yosys report || 0.08032 sq mm
|-
| Origin of the worst min-delay path || memory[231][0]
|-
| Fraction of post-synthesis cell area in the top cell type by area || 76.57%
|-
| Worst Reg2Reg Path Length in Cells || 6
|-
| Endpoint, Worst Hold || data_out[0]
|-
| Arrival @ worst endpoint || 7640 ps
|-
| Capture point of the worst reg-to-reg path || data_out[7]
|-
| Overall routed net length || 199.3 mm
|-
| Number of global-route vias before repair || 42000
|-
| Crit end category || register
|-
| CTS Sinks || 2056
|-
| Placed cell areas || 0.08344 sq mm
|-
| Ports placed on the boundary || 27
|-
| Post-Route Setup TNS || 0 ps
|-
| Total global-route track usage || 28.26%
|-
| Fraction of final layout cells with drive strength greater than 1 || 21.98%
|-
| Die Area || 0.1622 sq mm
|-
| Flip-flop and latch count after synthesis || 2056
|-
| Share of the core filled by cells before placement || 50.54%
|-
| Number of buffers added to fix hold violations after cts || 0
|-
| Max transition margin || 17.48%
|-
| Cell area after layout || 0.08980 sq mm
|-
| Post-DP HPWL || 120.7 mm
|-
| Most used flip-flop cell || edfxtp_1
|-
| Number of buffers inserted to repair setup after CTS || 0
|-
| Gate count after technology mapping || 3897
|-
| CTS tree || yes
|-
| Routed len/inst || 31.52 um
|-
| Number of H-tree branching levels || 4
|-
| Standard cell core area || 0.1589 sq mm
|-
| Minimum clock period after layout || 6927 ps
|-
| Leading cell types by total area after synthesis || edfxtp_1 (77%), mux4_2 (12%), mux2i_1 (3.5%), nor2_1 (1.2%), a22oi_1 (0.80%)
|-
| Most Frequent Cell on Critical Path || buf_4
|-
| Largest area contributor in the netlist || edfxtp_1
|-
| Logic area || 0.01727 sq mm
|-
| Power per standard cell area || 128.9 mW/mm^2
|-
| Remaining routing DRC violations || 0
|-
| Final ANT Viol Nets || 0
|-
| Post-synthesis cell type with the largest instance count || edfxtp_1
|-
| Proportion of synthesized chip area in sequential cells || 76.77%
|-
| Post-route insts no fill || 6323
|-
| Worst Setup Path Type || input port to register
|}
## layout by cell type (no fill, tap or decap), types with 21 or more instances in the layout
cell       synthesis  layout
mux4_2           414     414
edfxtp_1        2048    2048
buf_4             22     206
nand2_1           71      71
a21oi_1           46      46
clkinv_1           0      51
clkbuf_16          0     206
clkbuf_1          91      59
nor3_1            65      65
o22ai_1           36      36
mux2_2            21      21
nor2_1           251     248
nand3_1           38      33
a211oi_1          22      22
o21ai_0           50      50
mux2i_1          280     280
a22oi_1           86      86
## where the power goes
group	leakage (nW)	switching, mW	internal [mW]
Sequential	18.5	0.00595	6.21
Combinational	6.77	0.378	0.190
Clock	3.08	2.08	2.71
## layer usage
metal | GRT usage [%] | wire (um) | up-vias
met1 | 41.66 | 69560 | 19850
met5 | 0.1784 | 48 | -
met3 | 18.97 | 30890 | 347
met2 | 39.06 | 92510 | 2113
li1 | - | - | 16600
met4 | 6.591 | 6267 | 6
## through the flow
stage          hold slack [ps]  util [%]
6_report                 990.9     56.50
5_1_grt                   1074     56.50
4_1_cts                  995.0     56.50
3_5_place_dp             979.0     52.50
3_3_place_gp             998.8     52.50
2_1_floorplan            786.5         -
## state kept, by name, summed over array words and instances, names as in the netlist
signal and flops:
data_out 8, memory 2048
## cell type report
type | count | area share [%]
Sequential cell | 2056 | 68.66
Clock buffer | 267 | 6.018
Inverter | 2 | 0.009753
Multi-Input combinational cell | 1593 | 19.23
Antenna cell | 1 | 0.002787
Clock inverter | 99 | 1.059
Tap cell | 2072 | 2.887
Timing Repair Buffer | 233 | 2.128
## how the worst max path moves through the flow
stage / startpoint / endpoint / slack [ps]
final: address[0] / data_out[3] / 8370
after global routing: address[0] / data_out[3] / 8060
after CTS: address[0] / data_out[3] / 8340
## cell families (layout without fill, tap and decap cells)
family / after synthesis / in the layout / share of synthesized area [%]
buffers and inverters: 248 / 601 / 1.816
and+or+nand+nor: 527 / 527 / 3.016
AOI/OAI and AO/OA: 351 / 351 / 3.010
other: 0 / 1 / 0
DFF: 2056 / 2056 / 76.77
muxes: 715 / 715 / 15.39
## worst reg2reg max path, stage by stage (launching register included)
cell,delay (ps)
edfxtp_1,370
mux4_2,490
mux2i_1,190
nor2_1,80
nor3_1,940
a21oi_1,330
and4_1,300
Power figures rest on the tool's default switching activity, not on a simulated workload.
