--- flow/constraint.sdc ---
current_design Dual_port_register_file

set clk_period 12.7
set clk_io_pct 0.2

create_clock -name clk0 -period $clk_period [get_ports {clk}]

set non_clock_inputs [all_inputs -no_clocks]
set_input_delay [expr $clk_period * $clk_io_pct] -clock clk0 $non_clock_inputs
set_output_delay [expr $clk_period * $clk_io_pct] -clock clk0 [all_outputs]
--- flow/design.v ---
`timescale 1ns / 1ps
module Dual_port_register_file (
    input clk,
    input reset,
    input we,
    input [4:0] ra1, ra2,
    input [4:0] wa,
    input [31:0] wd,
    output [31:0] rd1, rd2
);
    reg [31:0] regs [31:0];
    assign rd1 = regs[ra1];
    assign rd2 = regs[ra2];
    integer i;
    always @(posedge clk or posedge reset) begin
        if (reset) begin
            for (i = 0; i < 32; i = i + 1) begin
                regs[i] <= 32'b0;
            end
        end else if (we) begin
            regs[wa] <= wd;
        end
    end
endmodule
--- flow/config.mk ---
export PLATFORM = sky130hd
export DESIGN_NAME = Dual_port_register_file
export DESIGN_NICKNAME = Dual_port_register_file
export VERILOG_FILES = /design/flow/design.v
export SDC_FILE = /design/flow/constraint.sdc
export NUM_CORES = 4
export LEC_CHECK = 1
export CORE_UTILIZATION = 30
--- flow/run.sh ---
#!/bin/bash
# OpenROAD 26Q1-2900-gdf79404cd8, Yosys 0.63+post, stock flow scripts
make -C /OpenROAD-flow-scripts/flow DESIGN_CONFIG=/design/flow/config.mk WORK_HOME=/design/flow/orfs finish
==> insert_results.sql <==
-- load yosys + openroad results
INSERT INTO impl_metrics (metric_group, metric, value, unit) VALUES
('timing', 'rsz_0062_raised_after_global_routing', 'no', ''),
('clock_tree', 'h-tree-depth', '3', ''),
('timing', 'max_freq', '0.09902', 'GHz'),
('setup_path', 'arrival', '7.56', 'ns'),
('run_status', 'status', 'finished clean', ''),
('placed_design', 'detailedPlacementHpwl', '171500', 'um'),
('synth', 'yosys-top-cells-area', 'sky130_fd_sc_hd__dfrtp_1, sky130_fd_sc_hd__mux2_2, sky130_fd_sc_hd__a22oi_1', ''),
('power_and_ir_drop', 'power.share.sequential', '48.4', '%'),
('global_routing', 'grt.overflow.total', '0', ''),
('global_routing', 'number_of_antenna_violations_at_the_first_check_in_global_routing', '17', ''),
('global_routing', 'number_of_global_route_vias_before_repair', '44436', ''),
('floorplan', 'die.size.y', '415.7', 'um'),
('detailed_routing', 'wire_per_inst', '41.75', 'um'),
('synth', 'synth_async_sr_flop_share', '100.0', '%'),
('synth', 'synthesis.yosys.warnings', '2', ''),
('global_routing', 'grt_pass1_wl', '381600', 'um'),
('timing', 'setup_violations', '0', ''),
('detailed_routing', 'antenna_left', '0', ''),
('placed_design', 'placed_cell_area', '0.05588', 'sq mm'),
('power_and_ir_drop', 'power.leakage', '25.54', 'nW'),
('finish', 'final-comb-area', '0.02454', 'sq mm'),
('timing', 'worst_clock_skew', '0', 'ns'),
('finish', 'largest_register_ffs', '1024', ''),
('power_and_ir_drop', 'powerDensity', '157.7', 'mW/mm^2'),
('placed_design', 'place.gp.congestion', '1.067', ''),
('finish', 'seqCellArea', '0.02562', 'sq mm'),
('synth', 'synth-area-yosys', '0.05135', 'sq mm'),
('synth', 'most_common_cell', 'sky130_fd_sc_hd__mux2_2', ''),
('detailed_routing', 'drc_errors', '0', ''),
('synth', 'synth.cell_area', '0.05135', 'sq mm'),
('placed_design', 'post-place-ws', '2.984', 'ns'),
('timing', 'timing_max_transition_violations_final', '0', ''),
('clock_tree', 'postCtsResizedCells', '0', ''),
('flow_run', 'warning_count', '39', ''),
('timing', 'final.period_utilization', '79.52', '%'),
('setup_path', 'worst-setup-path-type', 'input port to primary output', ''),
('clock_tree', 'late_pin_clk_latency', '0.76', 'ns'),
('synth', 'number_of_flops_mapped_to_enable_cells_by_yosys', '0', ''),
('clock_tree', 'ctsHoldBuffers', '0', ''),
('setup_path', 'path_max_fanout', '38', ''),
('global_routing', 'grt_use_total', '33.12', '%'),
('synth', 'yosysSeqAreaShare', '49.90', '%'),
('clock_tree', 'clockRootBuffer', 'sky130_fd_sc_hd__clkbuf_16', ''),
('detailed_routing', 'route.detailed.vias_per_inst', '6.687', ''),
('floorplan', 'core_util_floorplan', '30.27', '%'),
('placed_design', 'placement.io_buffers', '113', ''),
('floorplan', 'core_region_area', '0.1697', 'sq mm'),
('finish', 'regMostFlops', 'regs', ''),
('clock_tree', 'post-cts-setup-buffer-count', '0', ''),
('synth', 'largest_area_cell', 'sky130_fd_sc_hd__dfrtp_1', ''),
('finish', 'final_core_util', '35.22', '%'),
('synth', 'synth_flops', '1024', ''),
('detailed_routing', 'initialDrtViolationCount', '5879', ''),
('finish', 'fraction_of_final_layout_cells_sized_beyond_drive_strength_1', '34.59', '%'),
('setup_path', 'crit_path_end_kind', 'primary output', ''),
('global_routing', 'grt_start_max_net_pins', '111', ''),
('synth', 'yosys_most_used_dff', 'sky130_fd_sc_hd__dfrtp_1', ''),
('synth', 'most_numerous_cell_types_in_the_synthesized_netlist', 'sky130_fd_sc_hd__mux2_2, sky130_fd_sc_hd__dfrtp_1, sky130_fd_sc_hd__a22oi_1', ''),
('setup_path', 'cp_required', '10.16', 'ns'),
('power_and_ir_drop', 'ir_drop', '0.1137', 'mV'),
('floorplan', 'io_pins', '114', ''),
('detailed_routing', 'iteration_tally_of_the_first_detailed_router_pass', '7', ''),
('timing', 'finalHoldViolCount', '0', ''),
('floorplan', 'die_x', '415.7', 'um'),
('floorplan', 'chip_area', '0.1728', 'sq mm'),
('detailed_routing', 'route.final.wire_length', '281700', 'um'),
('synth', 'post_synthesis_cell_count_from_yosys', '4395', ''),
('clock_tree', 'cts_max_path_buffers', '3', ''),
('setup_path', 'crit_path_start_kind', 'input port', ''),
('finish', 'layout_top_registers', 'regs: 1024 flops', ''),
('clock_tree', 'clk_transition_reported_paths', '0.06', 'ns');
-- layer usage --
metal  vias up  track usage, %  wire [um]
met5         -           2.001        577
met4        28           21.88      25980
met3      1426           19.72      44940
met2      4032           44.84     113100
met1     22708           39.36      97090
li1      16930               -          -
-- critical path, stage by stage --
cell,delay [ns]
sky130_fd_sc_hd__buf_4,0.52
sky130_fd_sc_hd__buf_4,0.64
sky130_fd_sc_hd__nand3b_1,0.70
sky130_fd_sc_hd__nor2_4,0.88
sky130_fd_sc_hd__buf_4,0.63
sky130_fd_sc_hd__nand2_1,0.11
sky130_fd_sc_hd__nand4_1,0.12
sky130_fd_sc_hd__nor2_1,0.06
sky130_fd_sc_hd__a21oi_1,0.64
sky130_fd_sc_hd__clkdlybuf4s50_1,0.60
-- cells in the final DEF, fill, tap and decap left out, types with 72 or more instances in the layout --
master,Yosys,final
sky130_fd_sc_hd__buf_4,5,234
sky130_fd_sc_hd__a22oi_1,756,756
sky130_fd_sc_hd__nor2_4,0,73
sky130_fd_sc_hd__nand4_1,90,90
sky130_fd_sc_hd__mux2_2,1031,1031
sky130_fd_sc_hd__clkbuf_16,0,113
sky130_fd_sc_hd__nor3_1,73,72
sky130_fd_sc_hd__dfrtp_1,1024,1024
sky130_fd_sc_hd__clkdlybuf4s50_1,0,107
sky130_fd_sc_hd__nor2_1,170,102
sky130_fd_sc_hd__a21oi_1,84,84
sky130_fd_sc_hd__nand2_1,240,227
-- cell type report --
cell class	count	share of cell area (%)
Clock inverter	50	1.062
Clock buffer	155	5.365
Sequential cell	1024	42.89
Multi-Input combinational cell	2934	41.07
Tap cell	2218	4.645
Inverter	7	0.05026
Antenna cell	11	0.04607
Timing Repair Buffer	349	4.875
-- per-stage QoR --
step / hold WS (ns) / std cells
after global routing: 0.5450 / 6737
after floorplan: 0.4874 / 4395
after detailed placement: 0.5141 / 6532
final: 0.5260 / 6748
after CTS: 0.5270 / 6737
after global placement: 0.4991 / 6532
-- power groups by stage --
| stage | sequential [W] | combinational, W | clock [W] |
|---|---|---|---|
| 4_1_cts | 0.00452 | 0.00136 | 0.00348 |
| 5_1_grt | 0.00461 | 0.00146 | 0.00361 |
| 6_report | 0.00456 | 0.00138 | 0.00348 |
-- path summary, 6_finish.rpt --
check	cells past startpoint	from	endpoint
max	10	ra2[1]	rd2[28]
min	1	regs[24][27]$_DFFE_PP0P_	regs[24][27]$_DFFE_PP0P_
max reg2reg	1	regs[9][17]$_DFFE_PP0P_	regs[9][17]$_DFFE_PP0P_
min reg2reg	1	regs[24][27]$_DFFE_PP0P_	regs[24][27]$_DFFE_PP0P_
max in group asynchronous	6	reset	regs[19][12]$_DFFE_PP0P_
min in group asynchronous	2	reset	regs[5][0]$_DFFE_PP0P_
-- cells by family (layout without fill, tap and decap cells) --
group	count (synthesis)	count (layout)	synth area share, %
AOI/OAI and AO/OA	1074	1074	15.62
buffers and inverters	437	561	3.492
DFF	1024	1024	49.90
muxes	1084	1084	23.68
other	0	11	0
and+or+nand+nor	776	776	7.312
Power and IR drop assume default switching activity.
